**flow/constraint.sdc**
```tcl
current_design ham_15_11_encoder

set clk_period 2.4
set clk_io_pct 0.2

create_clock -name clk0 -period $clk_period

set non_clock_inputs [all_inputs -no_clocks]
set_input_delay [expr $clk_period * $clk_io_pct] -clock clk0 $non_clock_inputs
set_output_delay [expr $clk_period * $clk_io_pct] -clock clk0 [all_outputs]
```
**flow/design.v**
```verilog
module ham_15_11_encoder (d,c);
	output reg [14:0] c;
	input [10:0] d;
	reg [3:0] p;
	always @(*)
	begin
		p[0]=d[0]^d[1]^d[3]^d[4]^d[6]^d[8]^d[10];
		p[1]=((d[0]^d[2])^(d[3]^d[5]))^((d[6]^d[9])^d[10]);
		p[2]=((d[1]^d[2])^(d[3]^d[7]))^((d[8]^d[9])^d[10]);
		p[3]=((d[4]^d[5])^(d[6]^d[7]))^((d[8]^d[9])^d[10]);
		c[2]=d[0];
		c[4]=d[1];
		c[5]=d[2];
		c[6]=d[3];
		c[8]=d[4];
		c[9]=d[5];
		c[10]=d[6];
		c[11]=d[7];
		c[12]=d[8];
		c[13]=d[9];
		c[14]=d[10];
		c[0]=p[0];
		c[1]=p[1];
		c[3]=p[2];
		c[7]=p[3];
	end
endmodule
```
**flow/config.mk**
```make
export PLATFORM = sky130hd
export DESIGN_NAME = ham_15_11_encoder
export DESIGN_NICKNAME = ham_15_11_encoder
export VERILOG_FILES = /design/flow/design.v
export SDC_FILE = /design/flow/constraint.sdc
export NUM_CORES = 4
export LEC_CHECK = 1
export CORE_AREA = 10 10 70 70
export DIE_AREA = 0 0 80 80
```
**flow/run.sh**
```bash
#!/bin/bash
# OpenROAD 26Q1-2900-gdf79404cd8, Yosys 0.63+post, stock flow scripts
make -C /OpenROAD-flow-scripts/flow DESIGN_CONFIG=/design/flow/config.mk WORK_HOME=/design/flow/orfs finish
```
==> impl_summary.log <==
[flow] collecting metrics
[metrics] run status: finished, final reports clean
[metrics] post-layout minimum cycle time: roughly 2.3 ns
[metrics] Hold Fails Final Rpt: 0
[metrics] flip-flop and latch count: 0
[metrics] GP Congestion: 0.770
[metrics] VDD IR max: 41.7 uV
[metrics] clock group share of total power: 0%
[metrics] class of the tightest hold or removal check: input port to output port
[metrics] Internal Dissipation: around 0.00012 W
[metrics] synthesized instance count: 23
[metrics] router iterations before antenna repair: 1
[metrics] Final setup viols: 0
[metrics] fraction of the yosys area taken by sequential cells: 0%
[metrics] tally of unique sky130hd cells used after synthesis: 5
[metrics] CP startpoint kind: input port
[metrics] placed standard-cell area: 577 sq um
[metrics] actual slew at the worst max-slew pin: 0.210 ns
[metrics] GRT Resource Usage Total: 2.40%
[metrics] post-layout period usage: 97.3%
[metrics] top area contributor share: 39.0%
[metrics] fin worst setup slack: 0.0641 ns
[metrics] Final Max Tran Viols: 0
[metrics] Gate power share: 100.0%
[metrics] crit-path max FO: 2
[metrics] overflow left after global routing: 0
[metrics] RSZ-0062 raised after global routing: false
[metrics] cell-by-cell listing of the critical path: dlygate4sd2_1, buf_4, xnor3_1, xnor3_1, dlygate4sd2_1
[metrics] fillcell total: 384
[metrics] Avg Inst Size Synth: 12.6 sq um
[metrics] standby leakage power: 0.291 nW
[metrics] number of global-route vias before repair: 213
[metrics] Log Warnings: 32
[metrics] max capacitance violation total: 0
[metrics] highest-count logic cell in the final layout: clkdlybuf4s50_1
[metrics] number of design-rule violations left by the first detailed-router iteration: 0
[metrics] cell at the slowest stage of the critical path: xnor3_1
[metrics] Ys Warns: 1
[metrics] Avg WL per Cell: 9.65 um
[metrics] CP Data Required Time: 1.92 ns
[metrics] Post-DP HPWL: 819 um
[metrics] vias: 230
[metrics] arrival time worst endpoint: roughly 1.9 ns
[metrics] largest net degree at the start of global routing: 5
[metrics] final design instance area without fill: a little under 600 sq um
[metrics] Die Y-Extent: 80 um
[metrics] CTS Hold Buffers Added: 0
[metrics] Relative slew margins: 86.0%
[metrics] sequential power share: 0%
[metrics] peak clock frequency supported by timing: 0.428 GHz
[metrics] class of the most critical setup path: input port to output port
[metrics] highest-count cells in the layout ignoring fill and taps: clkdlybuf4s50_1 (17), buf_4 (8), dlygate4sd2_1 (6)
[metrics] Top-Level Pins: 26
[metrics] post-route ant nets: 0
[metrics] total antenna diodes in the routed design: 0
[metrics] pwr dens: roughly 260 nW/um^2
[metrics] post-route total power: 0.000157 W
[metrics] number of antenna violations at the first check in global routing: 0
[metrics] sw frac: 23.5%
[metrics] Place WS: -0.303 ns
[metrics] global-route wire length before repair: 1210 um
[metrics] synth top area cells: xnor3_1 (39%), buf_4 (29%), xnor2_1 (15%), xnor3_4 (9.1%), xnor3_2 (8.2%)
[metrics] floorplan utilization: ~8.5%
[metrics] kind of end point of the critical path: output port
[metrics] clock tree buffer count of the final layout: 0
[metrics] count of unresolved DRC violations after routing: 0
[metrics] slowest cell delay on critical path: 0.37 ns
[metrics] chip area from the yosys synthesis statistics: 289 sq um
[metrics] layout-stage area growth over the synthesis result: 106%
[metrics] dominant cell type by area after synthesis: xnor3_1
[metrics] floorplan row count: 21
[metrics] share of cells above drive strength 1: 30.4%
[metrics] sequential cell area in the final layout: 0 sq um
[metrics] largest delay contributor family on the critical path: XOR/XNOR gates
[metrics] final setup TNS: 0 ns
[metrics] post-detailed-routing wire length: roughly 890 um
[metrics] overall die width: approximately 80 um
[metrics] total net switching power: 0.0000370 W
[metrics] WP buf/inv: 3
[metrics] netlist area before placement: slightly below 300 sq um
[metrics] yosys stat cell total: 23
[metrics] chip area: 6400 sq um
[metrics] per-cell via count in the routed design: around 2.5
[metrics] Core Util, Final: 17.4%
[metrics] number of buffers added on ports: 26
[metrics] Core ar.: 3420 sq um
==> per-stage QoR <==
stage / instances / hold slack, ns
2_1_floorplan: 23 / 1.03
3_3_place_gp: 91 / 1.81
3_5_place_dp: 91 / 1.82
4_1_cts: 91 / 1.65
5_1_grt: 92 / 1.66
6_report: 92 / 1.64
==> synthesized netlist by cell type <==
| master | instances |
|---|---|
| buf_4 | 11 |
| xnor2_1 | 5 |
| xnor3_1 | 5 |
| xnor3_2 | 1 |
| xnor3_4 | 1 |
==> power by group through the flow <==
stage     registers [W]  clock network, W  logic, W
6_report              0                 0  0.000157
5_1_grt               0                 0  0.000172
4_1_cts               0                 0  0.000161
==> final cells by class <==
| type | count | area [sq um] | share of cell area, % |
|---|---|---|---|
| timing repair buffer | 34 | 305 | 51.3 |
| tap | 46 | 57.6 | 9.66 |
| multi-input combinational | 12 | 233 | 39.1 |
==> layer usage <==
metal | routed length [um] | vias to the layer above | track usage [%]
met5 | 0 | - | 0
met1 | 333 | 104 | 2.63
met4 | 0 | 0 | 0
li1 | - | 114 | -
met2 | 464 | 12 | 4.65
met3 | 90 | 0 | 0.682
==> cell families (layout without fill, tap and decap cells) <==
group     Yosys count  count (layout)  share of synthesized area, %
xor+xnor           12              12                          71.4
buf+inv            11              34                          28.6
==> path summary, 6_finish.rpt <==
| path | from | cells past startpoint | endpoint | slack (ns) |
|---|---|---|---|---|
| max | d[9] | 5 | c[1] | 0.06 |
| min | d[2] | 2 | c[5] | 1.64 |
==> what timing repair did <==
| item | CTS | global route |
|---|---|---|
| endpoints found under the setup margin | 4 | 1 |
| gates resized | 14 | 3 |
| setup buffers | 0 | 1 |
| cloned | 0 | 0 |
| pin swaps | 6 | 2 |
Power is estimated from default activity; no workload was simulated.
