==> /design/flow/design.v <==
module ham_15_11_decoder (c,q);
	output reg [10:0] q;
	input [14:0] c;
	reg [3:0] pb;
	reg [3:0] s;
	reg [3:0] temp;
	reg [14:0] inputs;
	always @(*)
	begin
		pb[0]=c[2]^c[4]^c[6]^c[8]^c[10]^c[12]^c[14];
		pb[1]=c[2]^c[5]^c[6]^c[9]^c[10]^c[13]^c[14];
		pb[2]=c[4]^c[5]^c[6]^c[11]^c[12]^c[13]^c[14];
		pb[3]=c[8]^c[9]^c[10]^c[11]^c[12]^c[13]^c[14];
		s[0] = c[0]^pb[0];
		s[1] = c[1]^pb[1];
		s[2] = c[3]^pb[2];
		s[3] = c[7]^pb[3];
		inputs=c;
		temp=s[0]*1;
		temp=temp+s[1]*2;
		temp=temp+s[2]*4;
		temp=temp+s[3]*8-1;
		inputs[temp]=c[temp]^1;
		q[0]=inputs[2];
		q[1]=inputs[4];
		q[2]=inputs[5];
		q[3]=inputs[6];
		q[4]=inputs[8];
		q[5]=inputs[9];
		q[6]=inputs[10];
		q[7]=inputs[11];
		q[8]=inputs[12];
		q[9]=inputs[13];
		q[10]=inputs[14];
	end
endmodule
==> /design/flow/run.sh <==
#!/bin/bash
# OpenROAD 26Q1-2900-gdf79404cd8, Yosys 0.63+post, stock flow scripts
make -C /OpenROAD-flow-scripts/flow DESIGN_CONFIG=/design/flow/config.mk WORK_HOME=/design/flow/orfs finish
==> /design/flow/config.mk <==
export PLATFORM = sky130hd
export DESIGN_NAME = ham_15_11_decoder
export DESIGN_NICKNAME = ham_15_11_decoder
export VERILOG_FILES = /design/flow/design.v
export SDC_FILE = /design/flow/constraint.sdc
export NUM_CORES = 4
export LEC_CHECK = 1
export CORE_AREA = 10 10 72 72
export DIE_AREA = 0 0 82 82
==> /design/flow/constraint.sdc <==
current_design ham_15_11_decoder

set clk_period 4.7
set clk_io_pct 0.2

create_clock -name clk0 -period $clk_period

set non_clock_inputs [all_inputs -no_clocks]
set_input_delay [expr $clk_period * $clk_io_pct] -clock clk0 $non_clock_inputs
set_output_delay [expr $clk_period * $clk_io_pct] -clock clk0 [all_outputs]
==> Slide: Implementation Results <==
Flow Results at a Glance

Run status
  • Status: complete, but fails checks
  • Failing checks: setup timing

Floorplanning
  • Die X-Extent: 82 um
  • Full die area: 0.00672 mm^2
  • Placeable Area: 0.00369 mm^2
  • Die H: a little over 80 um
  • Pre-Place Util: 28.0%
  • Row cnt: 22
  • # IOs: 26

Setup path
  • Startpoint types: input port
  • Critical Path Start: c[10]
  • WP data required: 3760 ps
  • Worst setup path endpoint: q[4]
  • WP data arrival: around 4000 ps
  • WS Path Type: in2out
  • Critical Path Fanout Max: 3
  • CP endpoint kind: output port

Timing
  • Final hold violation count: 0
  • Endpoints failing setup: 10
  • Worst-margin pin slew: between 700 and 800 ps
  • RSZ-0062 raised after global routing: yes
  • Pins over their slew limit: 0
  • Tmin final: around 4900 ps
  • Period utilisation layout: 105%
  • Worst slew margin: 52.5%
  • FMAX: 203 MHz
  • Setup WS post-layout: -236 ps

Flow run
  • Tool warnings: 39
  • Max-cap violations: 0

Power and ir drop
  • Leakage: 0.881 nW
  • Reg power frac: 0%
  • Switching Power: 528 uW
  • Worst VDD drop: 300 uV
  • Switching fraction of total power: 46.5%
  • P_int: 608 uW
  • Cell Pwr Density: 579 mW/mm^2
  • Comb pwr share: 100.0%
  • Clock power share: 0%

Detailed routing
  • Via/cell ratio: 5.10
  • WL final: 3750 um
  • DRC: 0
  • ANT cells: 0
  • First-iteration detailed-routing DRC count: 51
  • WL/cell: ~14 um
  • First-pass detailed-route iteration total: 4
  • Routed Antenna Nets: 0
  • Via count: 1326

Place
  • Placement Setup Slack: -1010 ps
  • Final RePlAce weighted congestion: about 0.87
  • Post-place instance area: 0.00173 mm^2
  • Port bufs: 26
  • DP HPWL: about 2900 um
  • Placed cell count: 249

Cells and area
  • Share of cells above drive strength 1: 53.3%
  • Seq_cells: 0
  • # clk buffers: 0
  • Synth-to-layout area growth: 90.4%
  • Fillers: approximately 330
  • Fin cells: 260
  • Fin area: 0.00196 mm^2
  • FF+latch area: 0 um^2
  • Combinational gate area: around 0.0012 mm^2

Global routing
  • Largest net degree at the start of global routing: 11
  • Vias in the first global route: 1310
  • Gr usage total: 11.4%
  • First-pass GRT wire length: around 6200 um
  • Initial antenna violation count: 0
  • GR Overflow Total: 0

Hold path
  • Hold Path Class: in2out
  • Start point of the worst hold path: c[10]

Logic synthesis
  • Syn Inst Count: 130
  • # Cells Yosys: 130
  • Cell Type Count: 38
  • Syn Std Cell Area: 0.00103 mm^2
  • Syn Area/Cell: 7.93 um^2
  • Chip area estimate from yosys synthesis: between 0.001 and 0.0015 mm^2
  • Ys Warns: 1
  • Synth Seq Share: 0%
## repair_timing
action,4_1_cts,5_1_grt
gates cloned,0,0
hold buffers,0,0
pin swaps,18,10
endpoints found under the setup margin,11,11
gates resized,97,10
buffers inserted,11,1
## worst max-delay path: stages
cell     delay, ps
buf_8          110
xnor3_2        380
xor3_2         470
ha_4           170
xnor3_2        300
xnor2_2        220
mux4_2         550
buf_6          130
mux2_4         290
buf_6          130
mux2i_2        160
buf_2          130
## stage by stage
stage / total power, mW / TNS, ps / hold WS, ps / utilization [%]
5_1_grt: 1.23 / -2820 / 2380 / 53.2
3_5_place_dp: 0.864 / -9400 / 3010 / 46.8
6_report: 1.14 / -1410 / 2350 / 53.2
3_3_place_gp: 0.854 / -9040 / 3000 / 46.8
4_1_cts: 1.11 / -1070 / 2400 / 53.2
2_1_floorplan: 0.486 / -9.70 / 1940 / -
## cell type report
type,count,share of cell area [%]
Multi-Input combinational cell,120,61.5
Timing Repair Buffer,86,34.3
Inverter,6,1.15
Tap cell,48,3.06
## metal layers
metal  routed length [um]  vias up  share of wire (%)  track usage (%)
li1                     -      644                  -                -
met1                 1760      642                 47             15.8
met2                 1780       38                 48             19.7
met3                  195        2                5.2             1.32
met4                   11        0               0.29            0.340
met5                    0        -                  0                0
## cells in the mapped netlist (3+ instances only)
master	number	area [um^2]
nand2_1	11	41.3
xnor2_1	28	245
a21oi_1	3	15.0
nor3_1	4	20.0
ha_1	5	62.6
maj3_1	3	30.0
nand3_1	3	15.0
and3_1	4	25.0
buf_2	3	15.0
nor2_1	7	26.3
o21ai_0	11	55.1
mux2i_1	5	50.1
xor2_1	6	52.6
inv_1	6	22.5
a31oi_1	3	18.8
## power by group through the flow
stage,Clock (mW),Sequential [mW],Combinational [mW]
4_1_cts,0,0,1.11
5_1_grt,0,0,1.23
6_report,0,0,1.14
## placed cells by master, fill, tap and decap left out, types with 4 or more instances in the layout
master / n
and3_1: 4
buf_6: 8
buf_4: 52
inv_1: 6
nand2_1: 10
nor2_1: 7
xnor2_1: 21
dlygate4sd2_1: 6
xor2_1: 4
o21ai_0: 8
buf_2: 12
nor3_1: 4
xnor2_2: 6
## worst min path at each step
stage,to,depth (start not counted),slack [ps]
CTS,q[8],5,2400
finish,q[6],4,2350
global route,q[6],4,2380
## cell families after synthesis
group | count (synthesis) | synth area share (%)
simple gates | 33 | 15.0
mux | 8 | 9.95
fa+ha+maj | 8 | 8.98
xor+xnor | 40 | 41.3
compound gates | 31 | 20.8
buf+inv | 10 | 4.00
Power and IR drop assume default switching activity.
