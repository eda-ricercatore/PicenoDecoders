### /design/flow/config.mk
export PLATFORM = sky130hd
export DESIGN_NAME = decoder4to16
export DESIGN_NICKNAME = decoder4to16
export VERILOG_FILES = /design/flow/design.v
export SDC_FILE = /design/flow/constraint.sdc
export NUM_CORES = 4
export LEC_CHECK = 1
export CORE_AREA = 10 10 70 70
export DIE_AREA = 0 0 80 80
### /design/flow/constraint.sdc
current_design decoder4to16

set clk_period 1.0
set clk_io_pct 0.2

create_clock -name clk0 -period $clk_period

set non_clock_inputs [all_inputs -no_clocks]
set_input_delay [expr $clk_period * $clk_io_pct] -clock clk0 $non_clock_inputs
set_output_delay [expr $clk_period * $clk_io_pct] -clock clk0 [all_outputs]
### /design/flow/design.v
module decoder4to16 (in,out);
	output reg [15:1] out;
	input [3:0] in;
	reg [3:0] in_bar;
	always @(*)
	begin
		in_bar=~in;
		out[1]=in[0]		&	in_bar[1]	&	in_bar[2]	&	in_bar[3];
		out[2]=in_bar[0]	&	in[1]		&	in_bar[2]	&	in_bar[3];
		out[3]=in[0]		&	in[1]		&	in_bar[2]	&	in_bar[3];
		out[4]=in_bar[0]	&	in_bar[1]	&	in[2]		&	in_bar[3];
		out[5]=in[0]		&	in_bar[1]	&	in[2]		&	in_bar[3];
		out[6]=in_bar[0]	&	in[1]		&	in[2]		&	in_bar[3];
		out[7]=in[0]		&	in[1]		&	in[2]		&	in_bar[3];
		out[8]=in_bar[0]	&	in_bar[1]	&	in_bar[2]	&	in[3];
		out[9]=in[0]		&	in_bar[1]	&	in_bar[2]	&	in[3];
		out[10]=in_bar[0]	&	in[1]		&	in_bar[2]	&	in[3];
		out[11]=in[0]		&	in[1]		&	in_bar[2]	&	in[3];
		out[12]=in_bar[0]	&	in_bar[1]	&	in[2]		&	in[3];
		out[13]=in[0]		&	in_bar[1]	&	in[2]		&	in[3];
		out[14]=in_bar[0]	&	in[1]		&	in[2]		&	in[3];
		out[15]=in[0]		&	in[1]		&	in[2]		&	in[3];
	end
endmodule
### /design/flow/run.sh
#!/bin/bash
# OpenROAD 26Q1-2900-gdf79404cd8, Yosys 0.63+post, stock flow scripts
make -C /OpenROAD-flow-scripts/flow DESIGN_CONFIG=/design/flow/config.mk WORK_HOME=/design/flow/orfs finish
==> reports/metrics.yaml <==
outcome: "finished with violations"
violations: "setup timing"
ys_area_um2: 250
period_used_share: 1.13
largest_area_cell: "nor4b_4"
grt_setup_unrepaired: "yes"
synth-adder-area-share: 0
mux_area_frac: 0
crit_start: "in[3]"
use_met3: 0.0148
use_met2: 0.0682
antenna_found_initial: 0
seq_power_share: 0
finalPower_mw: 0.258
ys_seq_share: 0
top_area_frac: 0.190
antenna_left: 0
flop-count: 0
critical-path-top-delay-family: "buffers and inverters"
rows: 21
ff_latch_area_um2: 0
grt_use_total: 0.0397
power.internal_mw: 0.176
log.warning_count: 34
top_usage_layer: "met2"
cp_num_buf_inv: 4
crit_fanout: 5
fp-utilization: 0.0733
xor_area_frac: 0
final_area_um2: 739
maxCapViolations: 0
crit_top_cell: "buf_8"
syn_avg_cell_area_um2: 13.2
synthesis.area_um2: 250
core_area_mm2: 0.00342
die_width_um: 80
place_hpwl_um: 699
drt_iter0_drc: 0
ios: 19
use_met1: 0.0488
gp_congestion: 0.683
yosys_cells: 19
hp-start: "in[1]"
dr.pass1.iters: 1
setup_slack_ns: -0.132
drc: 0
slew_headroom: 0.870
num_vias: 327
ys_sh_aoi: 0
required_ns: 0.80
drive_gt1_frac: 0.909
hold_viol_final: 0
fin_setup_tns_ns: -1.24
synthSimpleGateAreaFrac: 0.820
grt_pass1_wl_mm: 2.01
start_kind: "input port"
post-place-ws_ns: -0.795
path_cells: "buf_8 -> buf_12 -> buf_8 -> nor4b_4 -> buf_2"
worst_ep_arrival_time_ns: 0.93
combinationalPowerShare: 1.000
grt_max_degree: 7
slowest_stage: "nor4b_4"
synth_warnings: 1
cpPeakStageDelay_ns: 0.25
diodes: 0
placed_area_um2: 533
via_per_inst: 3.24
powerDensity_mw_per_mm2: 349
power.share.clock: 0
finalCriticalPeriod_ns: 1.13
n_clock_buffer: 0
fin_cells: 101
portBuffers: 19
tightest_slew_ns: 0.194
syn2layout_area_growth_pct: 195
dp.cells: 84
power.leakage_nw: 0.360
logic_family: "simple AND/OR/NAND/NOR gates"
hp-class: "input port to primary output"
path_class: "input port to primary output"
die-area_mm2: 0.00640
max_freq_mhz: 883
p_switching_mw: 0.0820
setup_viol: 14
area_leaders: "nor4b_4 19%, buf_6 18%, and4bb_1 15%, and4bb_2 15%, nor4b_2 12%"
wire_per_inst_um: 13.4
swShare: 0.318
die_h_um: 80
yosysUniqueCellTypes: 8
whs_ns: 0.741
cp-end-kind: "primary output"
netlist_instances: 19
routed_wl_mm: 1.35
drv_slew: 0
overflow: 0
grt_pass1_vias: 321
peakVddDrop_v: 0.0000584
fin_util: 0.216
[layout make-up]
cell class,count,area [µm²]
tap,46,57.6
timing repair buffer,40,458
multi-input combinational,15,224
fill,367,2680
[metal layers]
metal | wire length (µm) | up-vias
met5 | 0 | -
met4 | 0 | 0
met3 | 126 | 0
met2 | 704 | 11
met1 | 522 | 156
li1 | - | 160
[cells in the final DEF (no fill, tap or decap)]
master / n
buf_2: 14
buf_6: 8
buf_8: 7
nor4b_4: 4
buf_12: 4
buf_4: 4
and4bb_2: 3
and4bb_1: 3
buf_16: 3
and4b_2: 2
and4b_1: 2
and4_4: 1
[final timing paths]
path | end | slack [ns] | cells past startpoint
setup / recovery | out[4] | -0.13 | 5
hold / removal | out[1] | 0.74 | 4
[repair_timing]
action | CTS | global route
setup buffers | 12 | 3
cloned | 3 | 0
resized | 90 | 6
endpoints found under the setup margin | 15 | 14
pin swaps | 10 | 10
hold buffers | 0 | 0
[cells by family after synthesis]
group,count (synthesis)
and+or+nand+nor,15
buffers and inverters,4
[power groups by stage]
stage | Combinational [mW] | Clock, mW | Sequential, mW
6_report | 0.258 | 0 | 0
5_1_grt | 0.274 | 0 | 0
4_1_cts | 0.244 | 0 | 0
[tightest hold or removal path, cell delays in order]
cell and delay [ns]:
buf_12 0.09, buf_16 0.11, nor4b_4 0.04, buf_2 0.10
[synth_stat cells (all sizes together)]
cell type	count
and4b	4
and4	1
and4bb	6
buf	4
nor4b	4
