==> flow/design.v <==
module large_xor (a,b,out);
	output reg [14:0] out;
	input [14:0] a;
	input [15:1] b;
	always @(*)
	begin
		out[0]=a[0]^b[1];
		out[1]=a[1]^b[2];
		out[2]=a[2]^b[3];
		out[3]=a[3]^b[4];
		out[4]=a[4]^b[5];
		out[5]=a[5]^b[6];
		out[6]=a[6]^b[7];
		out[7]=a[7]^b[8];
		out[8]=a[8]^b[9];
		out[9]=a[9]^b[10];
		out[10]=a[10]^b[11];
		out[11]=a[11]^b[12];
		out[12]=a[12]^b[13];
		out[13]=a[13]^b[14];
		out[14]=a[14]^b[15];
	end
endmodule
module parity_stripper (in,out);
	output reg [10:0] out;
	input [14:0] in;
	always @(*)
	begin
		out[0]=in[2];
		out[1]=in[4];
		out[2]=in[5];
		out[3]=in[6];
		out[4]=in[8];
		out[5]=in[9];
		out[6]=in[10];
		out[7]=in[11];
		out[8]=in[12];
		out[9]=in[13];
		out[10]=in[14];
	end
endmodule
==> flow/run.sh <==
#!/bin/bash
# OpenROAD 26Q1-2900-gdf79404cd8, Yosys 0.63+post, stock flow scripts
make -C /OpenROAD-flow-scripts/flow DESIGN_CONFIG=/design/flow/config.mk WORK_HOME=/design/flow/orfs finish
==> flow/config.mk <==
export PLATFORM = sky130hd
export DESIGN_NAME = large_xor
export DESIGN_NICKNAME = large_xor
export VERILOG_FILES = /design/flow/design.v
export SDC_FILE = /design/flow/constraint.sdc
export NUM_CORES = 4
export LEC_CHECK = 1
export CORE_AREA = 10 10 70 70
export DIE_AREA = 0 0 80 80
==> flow/constraint.sdc <==
current_design large_xor

set clk_period 1.0
set clk_io_pct 0.2

create_clock -name clk0 -period $clk_period

set non_clock_inputs [all_inputs -no_clocks]
set_input_delay [expr $clk_period * $clk_io_pct] -clock clk0 $non_clock_inputs
set_output_delay [expr $clk_period * $clk_io_pct] -clock clk0 [all_outputs]
==> run notes <==
The cell type with the largest total area after synthesis is sky130_fd_sc_hd__xor2_1. The synthesized design devotes to its leading area cell type 100% of total area. The number of global-route vias before repair is 310. For this run, the number of standard cells in the final layout without fillers is 106.

The worst-case max-slew headroom was logged as 91.3%. The global routing report lists combined usage of all routing layers as 3.81%. The via density per instance is 2.60, and the post-synthesis instance area is 131 um^2.

The worst path in the final design needs a cycle of 0.922 ns, including I/O delays and setup. Buffers inserted to repair hold after CTS numbered 0. For the unique cell type count in the Yosys netlist, the log shows 1. The endpoint class of the critical path was an output pin. Looking at the VDD voltage map, the peak drop is 0.0638 mV.

Looking at the max-slew report, the worst-margin pin has a slew of 0.130 ns. The final weighted congestion in routability-driven placement came out at 0.796. TritonRoute output was used to compute an average wire per cell of 12.2 um. The run finished with clean final reports.

The largest single stage delay on the critical path is 0.24 ns. The first global-routing pass estimated 1890 um of wire. Looking at the setup timing report, the critical path kind is primary input to output pin. Per the placement log, port buffering inserted 45 buffers. The run gives 92.2% for the share of the clock period used by the worst path after layout. Nets still carrying antenna violations after routing amount to 0. The run gives 1 for the first-iteration detailed-routing DRC count. The design draws 183 uW. For the worst setup path, the data required time is 0.80 ns. In the log, the iteration count for the first detailed-route pass is 2.

Antenna repair during routing inserted a diode count of 0. The cell with the largest stage delay on the worst path was sky130_fd_sc_hd__dlygate4sd2_1. The number of maximum-capacitance violations is 0. For the number of filler instances in the final layout, the log shows 410.

The last timing report of the flow puts the setup violation total at 0. The top cell type by instance count after synthesis was sky130_fd_sc_hd__xor2_1. The cell count after synthesis came out at 15. The routed wire length is 1290 um, and the initial core utilization is 3.85%. The final layout contains a sequential cell count of 0.

With the boundary pin count at 45, the final hold violation count is 0. Yosys stat counts 15 cells in the synthesized netlist. Setup repair after global routing left no endpoint under its margin. Cells with a size suffix above 1 make up 25.0% of the layout. The final timing report lists a max-slew violation count of 0. The die covers 6400 um^2.

The run gives 2 as the pin count of the biggest net entering global routing. Derived from the worst setup path, the maximum achievable clock frequency is 1080 MHz. Per STA, the worst path is made up of dlygate4sd2_1, xor2_1, buf_2. The vertical die dimension was 80 um.

The worst setup path is launched from a primary input. The report lists the power per cell area as 348 nW/um^2. Cells fill 15.4% of the core in the end. The area added between synthesis and finish came out at 301%.

TritonRoute reported its final design rule violation total as 0. The min-delay analysis places its worst path in the category primary input to output pin. Summed over all layers, the global routing overflow is 0.

The sequential cell area fraction in the yosys report was 0%; the count of clock buffers in the final design was 0. A synthesized cell averages 8.76 um^2. The tools report the leakage dissipation as 0.000281 uW. Sorting the synthesized cells by area gives the leading types as sky130_fd_sc_hd__xor2_1. After routing the design area is 527 um^2.

Sorting the synthesized cells by how often they occur yields sky130_fd_sc_hd__xor2_1. With the post-placement cell area at 639 um^2, the number of post-CTS setup repair buffers is 0. The logs give 1 for the number of warnings printed during yosys synthesis and 0 for the number of antenna violations at the first check in global routing.

For the worst setup path, the data arrival time is 0.72 ns. Per the detail_route report, the via count comes to 276. The tools report the register area as 0 um^2.

For reference, the placement row count at floorplan is 21. The largest fanout of any net on the critical path came out at 1. The total number of warnings across the stage logs is 32, and the area of the core is 3420 um^2. The run gives 131 um^2 for the synthesis area per yosys. The count of placed standard cells including taps was 106; the x dimension of the die was 80 um.
[metrics by stage]
stage	setup TNS, ns	hold WS [ns]	setup slack [ns]
finish	0	0.762	0.0776
global placement	-7.99	1.33	-0.570
detailed placement	-8.01	1.33	-0.576
global route	0	0.780	0.00217
CTS	0	0.766	0.0636
floorplan	0	0.425	0.481
[logic make-up (layout without fill, tap and decap cells)]
family	Yosys count	count (layout)	synth area share [%]
xor+xnor	15	15	100
buf+inv	0	45	0
[layout by cell type, fill, tap and decap left out]
master,netlist,final
sky130_fd_sc_hd__xor2_1,15,15
sky130_fd_sc_hd__buf_2,0,15
sky130_fd_sc_hd__dlygate4sd2_1,0,30
[per-layer routing]
metal | GRT usage (%) | vias up | share of wire [%]
met1 | 5.54 | 111 | 51
met2 | 5.38 | 30 | 36
met4 | 0 | 0 | 0
met3 | 1.59 | 0 | 13
li1 | - | 135 | -
met5 | 0 | - | 0
[report_power, final]
| group | total (uW) | switching, uW | internal, uW |
|---|---|---|---|
| registers | 0 | 0 | 0 |
| logic | 183 | 61.2 | 122 |
| clock network | 0 | 0 | 0 |
| total | 183 | 61.2 | 122 |
[worst max-delay path, delay by kind of cell]
kind / cells / cell delay (ns)
xor+xnor: 1 / 0.15
buf+inv: 2 / 0.37
[worst paths after layout]
kind	from	to	slack, ns	depth (start not counted)
setup / recovery	a[14]	out[14]	0.08	3
hold / removal	b[14]	out[13]	0.76	3
[area by class of cell]
cell class | instances | area [um^2] | area share [%]
Multi-Input combinational cell | 15 | 131 | 24.9
Timing Repair Buffer | 45 | 338 | 64.1
Tap cell | 46 | 57.6 | 10.9
[what timing repair did]
item	in CTS	in global routing
endpoints found under the setup margin	15	1
resized	83	0
pin swaps	15	1
Power figures rest on the tool's default switching activity, not on a simulated workload.
