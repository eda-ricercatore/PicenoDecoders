### flow/design.v
module spdu (in0, in1, in2, in3, d0, d1, d2, d3,
    	       out0, out1, out2, out3, clk, reset);
   output  	out0, out1, out2, out3;
   input  	in0, in1, in2, in3;
   input 	d0, d1, d2, d3; 
   input 	clk, reset;
   reg   	w0, w1, w2, w3;
   reg		out0, out1, out2, out3;
   always @ (d0 or d1 or d2 or d3 or in0 or in1 or in2 or in3)
	 begin
		w0  <= d0?in1:in0;  
		w1  <= d1?in3:in2;  
		w2  <= d2?in1:in0;  
		w3  <= d3?in3:in2;  
	 end  
   always @ (posedge clk)
	 begin
		if (reset)
		  begin
		    out0 <= 1'b0;
		    out1 <= 1'b0;
		    out2 <= 1'b0;
		    out3 <= 1'b0;
		  end
		else
		  begin
		    out0 <= w0;
		    out1 <= w1;
		    out2 <= w2;
		    out3 <= w3;
		  end
	 end  
endmodule
module demux (in0, in1, in2, in3, d0, d1, out);
   output  	out;
   input  	in0, in1, in2, in3;
   input 	d0, d1; 
   reg temp1, temp2, out;
   always@(in0 or in1 or in2 or in3 or d0 or d1)
     begin
       temp1 = d0?in1:in0;
       temp2 = d0?in3:in2;
       out =  d1?temp2:temp1;     
     end  
endmodule
module selector (pm0, pm1, pm2, pm3, d0, d1);
   output  	d0, d1;
   input [3:0] 	pm0, pm1, pm2, pm3;
   reg   	d0, d1;
   reg [1:0]	int0, int1;
   reg [3:0]	pm_int0, pm_int1;
   always @ (pm0 or pm1 or pm2 or pm3)
	 begin
		int0 = (pm0<=pm1)?2'd0:2'd1;  
		int1 = (pm2<=pm3)?2'd2:2'd3;  
		pm_int0 = (pm0<=pm1)?pm0:pm1;  
		pm_int1 = (pm2<=pm3)?pm2:pm3;  
		{d1,d0} = (pm_int0<=pm_int1)?int0:int1;  
	 end  
endmodule
module spd (d0, d1, d2, d3, pm0, pm1, pm2, pm3, out, clk, reset);
   output  	out;
   input 	d0, d1, d2, d3;
   input [3:0]	pm0, pm1, pm2, pm3; 
   input 	clk, reset;
   wire out;
   wire 	selectord0, selectord1;
   wire 	spdu0out0, spdu0out1, spdu0out2, spdu0out3;
   wire 	spdu1out0, spdu1out1, spdu1out2, spdu1out3;
   wire 	spdu2out0, spdu2out1, spdu2out2, spdu2out3;
   wire 	spdu3out0, spdu3out1, spdu3out2, spdu3out3;
   wire 	spdu4out0, spdu4out1, spdu4out2, spdu4out3;
   wire 	spdu5out0, spdu5out1, spdu5out2, spdu5out3;
   wire 	spdu6out0, spdu6out1, spdu6out2, spdu6out3;
   wire 	spdu7out0, spdu7out1, spdu7out2, spdu7out3;
   wire 	spdu8out0, spdu8out1, spdu8out2, spdu8out3;
   wire 	spdu9out0, spdu9out1, spdu9out2, spdu9out3;
   wire 	spdu10out0, spdu10out1, spdu10out2, spdu10out3;
   wire 	spdu11out0, spdu11out1, spdu11out2, spdu11out3;
   wire 	spdu12out0, spdu12out1, spdu12out2, spdu12out3;
   wire 	spdu13out0, spdu13out1, spdu13out2, spdu13out3;
   wire 	spdu14out0, spdu14out1, spdu14out2, spdu14out3;
   spdu spdu0(1'b0, 
   	      1'b0, 
   	      1'b1, 
   	      1'b1, d0, d1, d2, d3,
    	spdu0out0, 
    	spdu0out1, 
    	spdu0out2, 
    	spdu0out3, clk, reset);
   spdu spdu1(spdu0out0, 
   	      spdu0out1, 
   	      spdu0out2, 
   	      spdu0out3, d0, d1, d2, d3,
    	spdu1out0, 
    	spdu1out1, 
    	spdu1out2, 
    	spdu1out3, clk, reset);
   spdu spdu2(spdu1out0, 
   	      spdu1out1, 
   	      spdu1out2, 
   	      spdu1out3, d0, d1, d2, d3,
    	spdu2out0, 
    	spdu2out1, 
    	spdu2out2, 
    	spdu2out3, clk, reset);
   spdu spdu3(spdu2out0, 
   	      spdu2out1, 
   	      spdu2out2, 
   	      spdu2out3, d0, d1, d2, d3,
    	spdu3out0, 
    	spdu3out1, 
    	spdu3out2, 
    	spdu3out3, clk, reset);
   spdu spdu4(spdu3out0, 
   	      spdu3out1, 
   	      spdu3out2, 
   	      spdu3out3, d0, d1, d2, d3,
    	spdu4out0, 
    	spdu4out1, 
    	spdu4out2, 
    	spdu4out3, clk, reset);
   spdu spdu5(spdu4out0, 
   	      spdu4out1, 
   	      spdu4out2, 
   	      spdu4out3, d0, d1, d2, d3,
    	spdu5out0, 
    	spdu5out1, 
    	spdu5out2, 
    	spdu5out3, clk, reset);
   spdu spdu6(spdu5out0, 
   	      spdu5out1, 
   	      spdu5out2, 
   	      spdu5out3, d0, d1, d2, d3,
    	spdu6out0, 
    	spdu6out1, 
    	spdu6out2, 
    	spdu6out3, clk, reset);
   spdu spdu7(spdu6out0, 
   	      spdu6out1, 
   	      spdu6out2, 
   	      spdu6out3, d0, d1, d2, d3,
    	spdu7out0, 
    	spdu7out1, 
    	spdu7out2, 
    	spdu7out3, clk, reset);
   spdu spdu8(spdu7out0, 
   	      spdu7out1, 
   	      spdu7out2, 
   	      spdu7out3, d0, d1, d2, d3,
    	spdu8out0, 
    	spdu8out1, 
    	spdu8out2, 
    	spdu8out3, clk, reset);
   spdu spdu9(spdu8out0, 
   	      spdu8out1, 
   	      spdu8out2, 
   	      spdu8out3, d0, d1, d2, d3,
    	spdu9out0, 
    	spdu9out1, 
    	spdu9out2, 
    	spdu9out3, clk, reset);
   spdu spdu10(spdu9out0, 
   	       spdu9out1, 
   	       spdu9out2, 
   	       spdu9out3, d0, d1, d2, d3,
    	spdu10out0, 
    	spdu10out1, 
    	spdu10out2, 
    	spdu10out3, clk, reset);
   spdu spdu11(spdu10out0, 
   	       spdu10out1, 
   	       spdu10out2, 
   	       spdu10out3, d0, d1, d2, d3,
    	spdu11out0, 
    	spdu11out1, 
    	spdu11out2, 
    	spdu11out3, clk, reset);
   spdu spdu12(spdu11out0, 
   	       spdu11out1, 
   	       spdu11out2, 
   	       spdu11out3, d0, d1, d2, d3,
    	spdu12out0, 
    	spdu12out1, 
    	spdu12out2, 
    	spdu12out3, clk, reset);
   spdu spdu13(spdu12out0, 
   	       spdu12out1, 
   	       spdu12out2, 
   	       spdu12out3, d0, d1, d2, d3,
    	spdu13out0, 
    	spdu13out1, 
    	spdu13out2, 
    	spdu13out3, clk, reset);
   spdu spdu14(spdu13out0, 
   	       spdu13out1, 
   	       spdu13out2, 
   	       spdu13out3, d0, d1, d2, d3,
    	spdu14out0, 
    	spdu14out1, 
    	spdu14out2, 
    	spdu14out3, clk, reset);
   selector selector1 (pm0, pm1, pm2, pm3, selectord0, selectord1);
   demux demux1 (spdu14out0, spdu14out1, spdu14out2, spdu14out3,
	         selectord0, selectord1, out);
endmodule
### flow/run.sh
#!/bin/bash
# OpenROAD 26Q1-2900-gdf79404cd8, Yosys 0.63+post, stock flow scripts
make -C /OpenROAD-flow-scripts/flow DESIGN_CONFIG=/design/flow/config.mk WORK_HOME=/design/flow/orfs finish
### flow/config.mk
export PLATFORM = sky130hd
export DESIGN_NAME = spd
export DESIGN_NICKNAME = spd
export VERILOG_FILES = /design/flow/design.v
export SDC_FILE = /design/flow/constraint.sdc
export NUM_CORES = 4
export LEC_CHECK = 1
export CORE_UTILIZATION = 50
### flow/constraint.sdc
current_design spd

set clk_period 5.9
set clk_io_pct 0.2

create_clock -name clk0 -period $clk_period [get_ports {clk}]

set non_clock_inputs [all_inputs -no_clocks]
set_input_delay [expr $clk_period * $clk_io_pct] -clock clk0 $non_clock_inputs
set_output_delay [expr $clk_period * $clk_io_pct] -clock clk0 [all_outputs]
==> impl_metrics.tcl <==
# implementation run metrics
set metrics [dict create \
    antenna_found_initial 0 \
    ctsHoldBuffers 0 \
    met1_length_um 1870 \
    final_max_slew_viol_count 0 \
    io_buffers 22 \
    worstPathMaxFanout 5 \
    core_area_mm2 0.00444 \
    finalCritPeriodShare_pct 90.8 \
    power.share.sequential_pct 49.8 \
    top_cells_by_count "mux2i_1 (59), dfxtp_1 (57), nor2_1 (54)" \
    root_buffer "clkbuf_8" \
    outcome "finished clean" \
    r2r-start "spdu0.out1$_DFF_P_" \
    powerDensity_mw_per_mm2 280 \
    crit_path_end_kind "output port" \
    ff_type "dfxtp_1" \
    cts_tree "yes" \
    power.internal_mw 0.608 \
    synth_cell_types 21 \
    drt_iter0_markers 66 \
    warnings 26 \
    path_class "input pin to output port" \
    grt_pass1_vias 1590 \
    cts_resized 0 \
    endpoint "out" \
    fp_util_pct 53.4 \
    cp-startpoint "pm1[2]" \
    ios 23 \
    switching_share_pct 22.6 \
    place.gp.congestion 0.835 \
    grt_max_degree 33 \
    syn_area_per_cell_um2 10.2 \
    drc 0 \
    die_x_um 70.9 \
    num_rows 24 \
    worstPathArrival_ps 4180 \
    fin_worst_skew_ps 6.04 \
    vias_per_cell 5.04 \
    chipArea_mm2 0.00503 \
    placed_cell_area_mm2 0.00263 \
    grt_overflow 0 \
    fin_tns_setup_ps 0 \
    antenna_left 0 \
    ys_warn_count 3 \
    r2r-end "spdu1.out0$_SDFF_PP0_" \
    async_flop_share_pct 0 \
    cts_inserted_buffers 9 \
    wl_met3_um 193 \
    yosysTopAreaCell "dfxtp_1" \
    max_cap_violations 0 \
    ctsHtreeMaxLevel 3 \
    dr.pass1.iters 8 \
    vias 1579 \
    finalSetupViolations 0 \
    clkPwrFrac_pct 39.4 \
    synthToLayoutAreaGrowth_pct 18.0 \
    ff2ff_path_depth 2 \
    seq_area_frac_synth_pct 48.1 \
    cp.required_ps 4720 \
    fmax_mhz 187 \
    p_leak_nw 1.28 \
    synth-seq-cells 57 \
    drive_gt1_share_pct 9.20 \
    grt_pass1_wl_um 7090 \
    ys_cells 233 \
    worstSkewPairLatency_ps 320 \
    die_h_um 70.9 \
    worstHoldPathType "flip-flop to flip-flop" \
    post_cts.repair.setup_buffers 0 \
    combPwrFrac_pct 10.8 \
    diodes 0 \
    hpwl_um 2610 \
    finalHoldViolCount 0 \
    topCellsByArea "dfxtp_1 (48%), mux2i_1 (25%), nor2_1 (8.5%)" \
    clk_pin_slew_ps 60 \
    fin_crit_ps 5360 \
    clockBufferDepth 2 \
    clock_sinks 57 \
    hp-start "spdu3.out0$_SDFF_PP0_" \
    r2r_slack_ps 5140 \
    edf_count 0 \
    netlist.area_leader.share_pct 48.1 \
    wl_met2_um 1870 \
    ys_chip_area_mm2 0.00237 \
    fill_cells 363 \
    netlist_area_mm2 0.00237 \
    tightest_slew_ps 758 \
    grt_setup_unrepaired "no" \
    synth.most_common_cell "mux2i_1" \
    synthCells 233 \
    wl_per_cell_um 12.8 \
    switchingPower_mw 0.178 \
    slew_headroom_pct 49.3 \
    startpoint_type "input pin" \
    design_area_mm2 0.00280 \
    ir_worst_vdd_mv 0.203 \
    wl_um 4000 \
    routed.top_layer "met4" \
    grtUsageTotal_pct 18.6 \
]
==> metal layers <==
| layer | up-vias | track usage (%) |
|---|---|---|
| met5 | - | 0 |
| met4 | 0 | 2.89 |
| met3 | 6 | 5.06 |
| met2 | 31 | 31.0 |
| met1 | 721 | 25.8 |
| li1 | 821 | - |
==> worst max-delay path, cell delays in order <==
cell and delay (ps):
clkdlybuf4s50_1 480, inv_1 50, ha_1 300, nand4_1 90, o21ai_0 130, a21oi_4 220, mux2_2 360, ha_1 310
a21oi_1 140, o21ai_0 80, o21ai_0 100, mux2i_1 240, clkdlybuf4s50_1 500
==> cell usage in the layout (no fill, tap or decap), types with 2 or more instances in the layout <==
cell              n
o21ai_0           4
nand2_1           3
buf_4             5
and2_1            4
clkdlybuf4s50_1  22
mux2_2            3
nand4_1           2
dfxtp_1          57
ha_1             12
inv_1            10
clkbuf_8         11
a21oi_1           3
nor2_1           54
mux2i_1          59
clkbuf_1          3
==> how the worst min path moves through the flow <==
stage | cells after the start | slack [ps] | end
after CTS | 2 | 480 | spdu4.out2$_SDFF_PP0_
after global routing | 2 | 520 | spdu7.out1$_SDFF_PP0_
final | 2 | 480 | spdu4.out2$_SDFF_PP0_
==> power groups by stage <==
stage | Combinational [mW] | Clock (mW) | Sequential (mW)
4_1_cts | 0.0862 | 0.319 | 0.391
6_report | 0.0848 | 0.310 | 0.391
5_1_grt | 0.0944 | 0.340 | 0.391
==> stage by stage <==
stage	setup slack [ps]	hold slack, ps	power [mW]	instances	utilization, %
finish	545	481	0.785	313	63.0
global route	308	516	0.826	313	63.0
CTS	525	483	0.796	313	63.0
detailed placement	521	476	0.485	297	59.1
global placement	600	471	0.483	297	59.1
floorplan	1730	460	0.460	233	-
==> area by class of cell <==
type,count,area [um2],area share (%)
Clock inverter,2,12.5,0.447
Inverter,10,37.5,1.34
Timing Repair Buffer,27,258,9.20
Tap cell,52,65.1,2.32
Clock buffer,14,163,5.81
Multi-Input combinational cell,151,1120,40.2
Sequential cell,57,1140,40.7
==> cell families after synthesis <==
logic type / synth area share [%]
AND-OR/OR-AND: 3.06
multiplexers: 26.3
AND/OR/NAND/NOR: 11.7
adder cells (fa/ha/maj): 6.33
buffers and inverters: 4.53
flip-flops: 48.1
No activity file was given, so power comes from the tool's default toggle rates.
